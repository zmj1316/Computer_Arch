==> flow/design.v <==
`timescale 1ns / 1ps
module CtrlUe(input [31:0] inst,output  RegDst,output  ALUsrc,output MemtoReg,output RegWrite,output  MemRead,output  MemWrite,output  Branch,output  [1:0] ALUop,output  Jump
    );
	assign Jump=(inst[31:26]==6'b000010)?1'b1:1'b0;
	assign RegWrite = (inst[30:28]==3'b000)?1:0;
	wire [5:0]OP;
	assign OP = inst[31:26];
	and (RegDst, ~OP[5],~OP[4],~OP[3],~OP[2],~OP[1],~OP[0]);
	and (ALUsrc, OP[5],~OP[4], ~OP[2], OP[1], OP[0]);
	and (MemtoReg, OP[5],~OP[4],~OP[3],~OP[2], OP[1], OP[0]);
	and (MemRead, OP[5],~OP[4],~OP[3],~OP[2], OP[1], OP[0]);
	and (MemWrite, OP[5],~OP[4], OP[3],~OP[2], OP[1], OP[0]);
	and (Branch, ~OP[5],~OP[4],~OP[3], OP[2],~OP[1],~OP[0]);
	and (ALUop[1], ~OP[5],~OP[4],~OP[3],~OP[2],~OP[1],~OP[0]);
	and (ALUop[0], ~OP[5],~OP[4],~OP[3], OP[2],~OP[1],~OP[0]);
endmodule
==> flow/run.sh <==
#!/bin/bash
# OpenROAD 26Q1-2900-gdf79404cd8, Yosys 0.63+post, stock flow scripts
make -C /OpenROAD-flow-scripts/flow DESIGN_CONFIG=/design/flow/config.mk WORK_HOME=/design/flow/orfs finish
==> flow/config.mk <==
export PLATFORM = sky130hd
export DESIGN_NAME = CtrlUe
export DESIGN_NICKNAME = CtrlUe
export VERILOG_FILES = /design/flow/design.v
export SDC_FILE = /design/flow/constraint.sdc
export NUM_CORES = 4
export LEC_CHECK = 1
export CORE_AREA = 10 10 70 70
export DIE_AREA = 0 0 80 80
==> flow/constraint.sdc <==
current_design CtrlUe

set clk_period 1.0
set clk_io_pct 0.2

create_clock -name clk0 -period $clk_period

set non_clock_inputs [all_inputs -no_clocks]
set_input_delay [expr $clk_period * $clk_io_pct] -clock clk0 $non_clock_inputs
set_output_delay [expr $clk_period * $clk_io_pct] -clock clk0 [all_outputs]
==> notes.org <==
#+TITLE: Physical design notes

** Global routing
- Overall routing resource usage recorded by global route was 0.0180.
- Vias in the first global route :: 189
- Summed over all layers, the global routing overflow is 0.
- The first global-routing pass estimated 1010 um of wire.
- The number of antenna violations at the first check in global routing was 0.
- Entering global routing, the biggest net connects 4 pins.

** STA
- Tcrit/Tclk final :: 1.38
- Setup violations remaining at the end of the flow were counted as 9.
- Per the slew report, the remaining headroom to the max-slew limit stands at 0.868.
- Number of hold-slack violations in the final timing report :: 0
- Transition time at the pin with the least slew margin :: 0.196 ns
- Timing would allow up to 724 MHz.
- Time the worst path needs with I/O delays and setup :: 1.38 ns
- Slew Limit Fails :: 0
- Setup repair after global routing missed its margin :: true
- Final hold analysis gives a worst-case slack of 0.719 ns.
- Setup WS post-layout :: -0.381 ns

** Min path
- Hold Crit Depth :: 4
- STA lists the startpoint of the worst hold path as inst[29].
- The min-delay analysis places its worst path in the category in2out.
- Hold EP :: RegWrite

** Die
- According to the floorplan log, the row count is 21.
- 42 I/O pins were placed.
- Per the OpenROAD floorplan log, the area of the die is 6400 um2.
- Effective utilization at floorplan :: 0.0264
- Overall die width :: 80 um
- DIE HEIGHT :: 80 um
- After floorplanning, the core was sized to cover 3420 um2.

** Detailed routing
- Final antenna-violating net count :: 0
- TritonRoute output was used to compute an average wire per cell of 8.63 um.
- The detailed router reported a total wirelength of 699 um.
- Total DRC errors in the routed layout :: 0
- Detailed router's first-iteration violation count :: 3
- Via count of the routed design :: 203
- Ant. Diodes :: 0
- DR vias/cell :: 2.51
- DRT Pass-1 Iters :: 4

** Synthesis
- Area share of the leading cell type in the synthesized netlist :: 0.250
- Post-synth cell types :: 9
- The synthesized netlist has a Yosys-reported chip area of 90.1 um2.
- Mean post-synth cell area :: 6.93 um2
- sky130_fd_sc_hd__buf_4 takes more of the synthesized area than any other cell.
- The cell area that synthesis handed to floorplanning was 90.1 um2.
- Tally of yosys warning messages :: 0
- Per Yosys stat, the portion of area used by sequential elements is 0.
- Top cells by area :: sky130_fd_sc_hd__buf_4, sky130_fd_sc_hd__nor3_1, sky130_fd_sc_hd__nor3b_2
- Number of standard cells reported by yosys :: 13
- Instance count of the mapped netlist :: 13

** Outcome
- The flow ran to the end, but the final reports show violations.
- Violated checks :: setup timing

** Worst setup path
- The worst setup path is launched from a primary input.
- Setup crit end kind :: output pin
- The OpenROAD report gives the critical path a required time of 0.80 ns.
- Data arrival time at the worst-slack endpoint :: 1.18 ns
- Of all nets on the critical path, the largest fanout is 3.
- Critical path startpoint :: inst[26]
- Looking at the setup timing report, the critical path kind is in2out.

** Power
- Power per cell area :: 262 nW/um2
- VDD sags by at most 0.0305 mV.
- Leak pwr :: 0.000174 uW
- Post-layout total power :: 102 uW

** Cells and area
- The top cell types in the final layout, fill and taps aside, are sky130_fd_sc_hd__buf_6, sky130_fd_sc_hd__buf_2, sky130_fd_sc_hd__buf_4.
- At the end of the flow the core is filled with cells to 0.114.
- There are 0 flip-flops and latches.
- The layout summary lists the proportion of cells stronger than drive strength 1 as 0.971.
- Counting the clock-network buffers in the layout gives 0.
- The top cell type in the final layout, fill and taps aside, is sky130_fd_sc_hd__buf_6.
- Summing all flip-flop and latch instances after layout gives 0 um2.
- Non-filler cells in the finished layout :: 81
- Compared with the post-synthesis result, the final layout area differs by 333%.

** Placed design
- Setup slack on the worst path after placement came out at -1.13 ns.
- RePlAce Congestion :: 0.747
- Once placement completed, the tool counted placed cells totaling 78.
- Count of input and output buffers :: 16
- Detailed placement finished with a half-perimeter wire length of 464 um.

** Clocking
- Post-CTS Hold Buffers :: 0

** Run
- OpenROAD emitted warnings numbering 61.
- Max_cap viols :: 0
[worst max-delay path: stages]
cell and delay [ns]:
sky130_fd_sc_hd__buf_6 0.09, sky130_fd_sc_hd__or4_4 0.56, sky130_fd_sc_hd__nor3b_2 0.20, sky130_fd_sc_hd__buf_2 0.13
[routing by layer]
| layer | GRT usage | vias up | routed length, um |
|---|---|---|---|
| li1 | - | 92 | - |
| met1 | 0.0257 | 93 | 321 |
| met2 | 0.0257 | 18 | 267 |
| met3 | 0.00795 | 0 | 110 |
| met4 | 0 | 0 | 0 |
| met5 | 0 | - | 0 |
[area by class of cell]
type | instances | area, um2
fillers | 390 | 3030
repair buffers | 25 | 204
multi-input cells | 10 | 129
well taps | 46 | 57.6
[worst max path at each step]
stage	to	slack, ns	depth (start not counted)
final	Branch	-0.38	4
after global routing	Branch	-0.42	4
after CTS	ALUop[0]	-0.40	4
[cell families (layout without fill, tap and decap cells)]
group | Yosys count | in the layout | synth area share
buf+inv | 3 | 25 | 0.250
simple gates | 10 | 10 | 0.750
[through the flow]
| step | area, um2 | setup TNS, ns |
|---|---|---|
| floorplan | 90.1 | -0.511 |
| global placement | 330 | -9.46 |
| detailed placement | 330 | -9.48 |
| CTS | 348 | -2.35 |
| global route | 390 | -2.46 |
| finish | 390 | -2.05 |
[synth_stat cells]
library cell / count
sky130_fd_sc_hd__nor4b_1: 1
sky130_fd_sc_hd__nor3_1: 3
sky130_fd_sc_hd__nand2b_1: 1
sky130_fd_sc_hd__nand2_1: 1
sky130_fd_sc_hd__or4_4: 1
sky130_fd_sc_hd__nor3b_2: 1
sky130_fd_sc_hd__buf_4: 3
sky130_fd_sc_hd__nor2_1: 1
sky130_fd_sc_hd__nor4_1: 1
[where the power goes]
group	switching [uW]	total, uW	internal (uW)
sequential	0	0	0
clock	0	0	0
combinational	41.4	102	61.0
[repair_timing]
item | 4_1_cts | 5_1_grt
gates resized | 66 | 8
gates cloned | 0 | 0
pin swaps | 6 | 4
buffers inserted | 2 | 1
setup endpoints to repair | 10 | 10
Power is estimated from default activity; no workload was simulated.
