**design/flow/config.mk**
```make
export PLATFORM = sky130hd
export DESIGN_NAME = regfile
export DESIGN_NICKNAME = regfile
export VERILOG_FILES = /design/flow/design.v
export SDC_FILE = /design/flow/constraint.sdc
export NUM_CORES = 4
export LEC_CHECK = 1
export CORE_UTILIZATION = 40
```
**design/flow/design.v**
```verilog
`timescale 1ns / 1ps
module regfile(input clk,input [4:0]r1,input [4:0]r2,input[4:0]wr,input[31:0]wdata,input wire regw,output wire [31:0]o1,output wire [31:0]o2
    ,input [4:0]testaddr,output [31:0]testreg);
reg [31:0] data [31:0];
assign o1 = data[r1];
assign o2 = data[r2];
assign testreg = data[testaddr];
integer i;
initial begin 
	for(i=0;i<32;i=i+1)
	begin 
		data[i]=i;
	end
end
always @(negedge clk) begin
	if (regw)begin
		data[wr]<=wdata;
	end
end
endmodule
```
**design/flow/run.sh**
```bash
#!/bin/bash
# OpenROAD 26Q1-2900-gdf79404cd8, Yosys 0.63+post, stock flow scripts
make -C /OpenROAD-flow-scripts/flow DESIGN_CONFIG=/design/flow/config.mk WORK_HOME=/design/flow/orfs finish
```
**design/flow/constraint.sdc**
```tcl
current_design regfile

set clk_period 10.0
set clk_io_pct 0.2

create_clock -name clk0 -period $clk_period [get_ports {clk}]

set non_clock_inputs [all_inputs -no_clocks]
set_input_delay [expr $clk_period * $clk_io_pct] -clock clk0 $non_clock_inputs
set_output_delay [expr $clk_period * $clk_io_pct] -clock clk0 [all_outputs]
```
==> GITHUB_STEP_SUMMARY <==
### Yosys + OpenROAD results

| Metric | Value |
|---|---|
| Largest reg by FF count | data |
| WHS | 5.355 ns |
| Vias in the first global route | 47780 |
| CP arrival | 7.76 ns |
| Total Routing Usage GR | 0.3050 |
| Total grt overflow | 0 |
| Cell row count | 138 |
| Fraction of registers with async set/reset | 0 |
| Dpl ws | 0.7473 ns |
| # setup viols final | 0 |
| RSZ-0062 raised after global routing | no |
| Die Wd | 381.7 um |
| DR pass1 iterations | 6 |
| Max reg flops | 1024 |
| Fin. Hold Viols | 0 |
| Pwr Total | 12220 uW |
| Placer's final routability congestion estimate | 0.9250 |
| Min-Delay Endpoint | o2[6] |
| Dominant flop cell | edfxtp_1 |
| Worst hold path type | in2out |
| Routed wire length | 212.9 mm |
| Ordered list of cells on the worst path | mux2i_1 -> a22o_1 -> nor3_1 -> a31oi_1 -> nand3_1 -> clkdlybuf4s50_1 |
| Max-slew violation count | 0 |
| Top flop regs | data: 1024 flops |
| Initial Util | 0.4054 |
| First-pass GRT wire length | 302.2 mm |
| I/O Pins | 150 |
| Critical Path End Type | output port |
| CTS tree | done |
| Cells after Synth | 4545 |
| DR DRC count | 0 |
| Met3 wire length | 30.63 mm |
| DPL Wire Length | 117.9 mm |
| Top delay family on crit path | buffers and inverters |
| Slack of the critical path | 0.2368 ns |
| Startpoint types | flop |
| Met1 WL | 76.85 mm |
| PwrDens | 176.4 mW/mm^2 |
| Worst hold stages | 6 |
| Fill cells | 12198 |
| Hold buffer count at CTS | 0 |
| VDD IR max | 125.1 uV |
| Share of cells above drive strength 1 | 0.07526 |
| Largest net degree at the start of global routing | 89 |
| Most common logic cells in the final layout | mux2i_1, inv_1, edfxtp_1, nand3_1, nand2_1 |
| Post-CTS Setup Bufs | 0 |
| Max Buffers Root-to-Sink | 3 |
| Cell Area, Placed | 0.06141 sq mm |
| CP max stage delay | 0.61 ns |
| YS chip area | 0.05768 sq mm |
| Reg clk slew, reported paths | 0.03 ns |
| Max-cap viol count | 0 |
| Commonest Layout Cell | mux2i_1 |
| Post-route cell area | 0.06926 sq mm |
| DR iter-0 viols | 3219 |
| Total die size | 0.1457 sq mm |
| Post-synth EDFFs | 1024 |
| Vias per cell | 5.942 |
| Top layer in use | met5 |
| Area Overhead vs Synth | 20.08% |
| Critical path type | reg2out |
| Core Region | 0.1423 sq mm |
| H-Tree Level Count | 3 |
| Hold Path Origin | r2[1] |
| Synth Area per Inst | 12.69 sq um |
| Post-synth seq share | 0.5331 |
| Status | completed |
| Slowest cell on crit path | clkdlybuf4s50_1 |
| Yosys warnings | 1 |
| Initial antenna violation count | 4 |
| Root buf cell | clkbuf_16 |
| Log Warnings | 1027 |
| Static Leak | 0.03040 uW |
| Via count | 45273 |
| Routed Antenna Nets | 0 |
| CTS sink cnt | 1024 |
| Cell area after synthesis | 0.05768 sq mm |
| Critical Path Fanout Max | 3 |
| Total clock buffers created by CTS | 116 |
| Critical Path RT | 8.00 ns |
| Port buffer count | 149 |
| Die height | 381.7 um |
| Synth flops | 1024 |
| Max_slew headroom | 0.4057 |
| Post-Route Setup TNS | 0 ns |
| Yosys cell count | 4545 |
| Measured slew at the worst slew-check pin | 0.8915 ns |
| Post-CTS Resized | 0 |
| Distinct cell type count after synthesis | 24 |
| Met2 routed WL | 95.50 mm |
| Buf+Inv Stages, Crit Path | 1 |
| Worst setup startpoint | data[2][14] |
| Drt wl/cell | 27.94 um |
## kinds of logic after synthesis
group,count (synthesis),share of synthesized area
AND/OR/NAND/NOR,741,0.05801
AND-OR/OR-AND,864,0.1020
flip-flops,1024,0.5331
buffers and inverters,380,0.04028
multiplexers,1536,0.2666
## how the worst max path moves through the flow
stage,end,depth (start not counted)
final,testreg[14],6
after global routing,testreg[14],6
after CTS,o2[14],6
## report_power, final
group | switching, uW | internal (uW)
clock | 2820 | 3230
combinational | 838 | 489
sequential | 32.6 | 4820
total | 3690 | 8530
## final cells by class
class / instances / area [sq um] / share of cell area
Sequential cell: 1024 / 30750 / 0.4440
Multi-Input combinational cell: 3141 / 24940 / 0.3601
Clock inverter: 1123 / 4898 / 0.07072
Timing Repair Buffer: 321 / 3348 / 0.04834
Clock buffer: 118 / 2953 / 0.04263
Tap cell: 1890 / 2365 / 0.03414
Antenna cell: 2 / 5.005 / 0.00007226
## through the flow
stage,utilization,cells
after floorplan,-,4545
after global placement,0.4316,6377
after detailed placement,0.4316,6377
final,0.4868,7619
after CTS,0.4868,7617
after global routing,0.4868,7617
## synthesized netlist by cell type (22+ instances only)
master,n,share of area
a21oi_1,288,0.025
a22o_1,192,0.029
a22oi_1,288,0.037
a31oi_1,96,0.010
buf_1,22,0.0014
buf_2,108,0.0094
buf_4,77,0.010
buf_6,60,0.012
clkbuf_1,106,0.0069
edfxtp_1,1024,0.53
mux2i_1,1536,0.27
nand2_1,292,0.019
nand3_1,290,0.025
nor2_1,36,0.0023
nor3_1,96,0.0083
## per-layer routing
layer	GRT usage	vias to the layer above
li1	-	20087
met1	0.3696	21739
met2	0.4275	2912
met3	0.1943	525
met4	0.1535	10
met5	0.004299	-
Power is estimated from default activity; no workload was simulated.
